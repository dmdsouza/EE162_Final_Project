==> flow/config.mk <==
export PLATFORM = sky130hd
export DESIGN_NAME = vga_top
export DESIGN_NICKNAME = vga_top
export VERILOG_FILES = /design/flow/design.v
export SDC_FILE = /design/flow/constraint.sdc
export NUM_CORES = 4
export LEC_CHECK = 1
export CORE_UTILIZATION = 50
==> flow/constraint.sdc <==
current_design vga_top

set clk_period 3.7
set clk_io_pct 0.2

create_clock -name clk0 -period $clk_period [get_ports {ClkPort}]

set non_clock_inputs [all_inputs -no_clocks]
set_input_delay [expr $clk_period * $clk_io_pct] -clock clk0 $non_clock_inputs
set_output_delay [expr $clk_period * $clk_io_pct] -clock clk0 [all_outputs]
==> flow/design.v <==
`timescale 1ns / 1ps
module block_controller(
	input clk,  
	input bright,
	input rst,
	input up, input down, input left, input right,
	input [9:0] hCount, vCount,
	output reg [11:0] rgb,
	output reg [11:0] background
   );
	wire block_fill;
	wire apple_fill;
	integer appleCount = 0;
	reg [9:0] xpos, ypos;
	reg [9:0] appXPos, appYPos;
	reg [1:0] direction;
	reg apple, apple_inX, apple_inY;
	parameter RED   = 12'b1111_0000_0000;
	parameter BLUE = 12'b1111_1111_0000;
	parameter SPEED = 1'd1;
	always@ (*) begin
    	if(~bright )	 
			rgb = 12'b0000_0000_0000;
		else if (apple_fill) 
			rgb = RED; 
		else if (block_fill) 
			rgb = RED; 
		else	
			rgb=background;
	end
	assign apple_fill = vCount>=(appYPos-5) && vCount<=(appYPos+5) && hCount>=(appXPos-5) && hCount<=(appXPos+5);
	assign block_fill= vCount>=(ypos-5) && vCount<=(ypos+5) && hCount>=(xpos-5) && hCount<=(xpos+5);
	always@(posedge clk, posedge rst) 
	begin
		if(rst)
		begin 
			xpos<=450;
			ypos<=250;
			appXPos<=450;
			appYPos <= 250;
			direction<=2'b00;
		end
		else if (clk) begin
			if(right)
			begin
				direction <= 2'b00;
			end
			else if(left)
			begin
				direction <= 2'b01;
			end
			else if(up)
			begin
				direction <= 2'b10;
			end
			else if(down)
			begin
				direction <= 2'b11;
			end
			if(direction == 2'b00) begin
				xpos<=xpos+SPEED;  
				if(xpos==800)  
					xpos<=150;
			end
			else if(direction == 2'b01) begin
				xpos<=xpos-SPEED;
				if(xpos==150)
					xpos<=800;
			end
			else if(direction == 2'b10) begin
				ypos<=ypos-SPEED;
				if(ypos==34)
					ypos<=514;
			end
			else if(direction == 2'b11) begin
				ypos<=ypos+SPEED;
				if(ypos==514)
					ypos<=34;
			end
		end
	end
	always@(posedge clk, posedge rst) begin
		if(rst)
			background <= 12'b1111_1111_1111;
		else 
			background <= 12'b0000_1111_1111;
	end
endmodule
`timescale 1ns / 1ps
module display_controller(
	input clk,
	output hSync, vSync,
	output reg bright,
	output reg[9:0] hCount, 
	output reg [9:0] vCount  
	);
	reg pulse;
	reg clk25;
	initial begin  
		clk25 = 0;
		pulse = 0;
	end
	always @(posedge clk)
		pulse = ~pulse;
	always @(posedge pulse)
		clk25 = ~clk25;
	always @ (posedge clk25)
		begin
		if (hCount < 10'd799)
			begin
			hCount <= hCount + 1;
			end
		else if (vCount < 10'd524)
			begin
			hCount <= 0;
			vCount <= vCount + 1;
			end
		else
			begin
			hCount <= 0;
			vCount <= 0;
			end
		end
	assign hSync = (hCount < 96) ? 0:1;
	assign vSync = (vCount < 2) ? 0:1;
	always @(posedge clk25)
		begin
		if(hCount > 10'd143 && hCount < 10'd784 && vCount > 10'd34 && vCount < 10'd516)
			bright <= 1;
		else
			bright <= 0;
		end	
endmodule
`timescale 1ns / 1ps
module vga_top(
	input ClkPort,
	input BtnC,
	input BtnU,
	input BtnR,
	input BtnL,
	input BtnD,
	output hSync, vSync,
	output [3:0] vgaR, vgaG, vgaB,
	output An0, An1, An2, An3, An4, An5, An6, An7,
	output Ca, Cb, Cc, Cd, Ce, Cf, Cg, Dp,
	output MemOE, MemWR, RamCS, QuadSpiFlashCS
	);
	wire Reset;
	assign Reset=BtnC;
	wire bright;
	wire[9:0] hc, vc;
	wire[15:0] score;
	wire up,down,left,right;
	wire [3:0] anode;
	wire [11:0] rgb;
	wire rst;
	reg [3:0]	SSD;
	wire [3:0]	SSD3, SSD2, SSD1, SSD0;
	reg [7:0]  	SSD_CATHODES;
	wire [1:0] 	ssdscan_clk;
	reg [27:0]	DIV_CLK;
	always @ (posedge ClkPort, posedge Reset)  
	begin : CLOCK_DIVIDER
      if (Reset)
			DIV_CLK <= 0;
	  else
			DIV_CLK <= DIV_CLK + 1'b1;
	end
	wire move_clk;
	assign move_clk=DIV_CLK[19];  
	wire [11:0] background;
	display_controller dc(.clk(ClkPort), .hSync(hSync), .vSync(vSync), .bright(bright), .hCount(hc), .vCount(vc));
	block_controller sc(.clk(move_clk), .bright(bright), .rst(BtnC), .up(BtnU), .down(BtnD),.left(BtnL),.right(BtnR),.hCount(hc), .vCount(vc), .rgb(rgb), .background(background));
	assign vgaR = rgb[11 : 8];
	assign vgaG = rgb[7  : 4];
	assign vgaB = rgb[3  : 0];
	assign {MemOE, MemWR, RamCS, QuadSpiFlashCS} = 4'b1111;
	assign SSD3 = 4'b0000;
	assign SSD2 = background[11:8];
	assign SSD1 = background[7:4];
	assign SSD0 = background[3:0];
	assign ssdscan_clk = DIV_CLK[19:18];
	assign An0	= !(~(ssdscan_clk[1]) && ~(ssdscan_clk[0]));   
	assign An1	= !(~(ssdscan_clk[1]) &&  (ssdscan_clk[0]));   
	assign An2	=  !((ssdscan_clk[1]) && ~(ssdscan_clk[0]));   
	assign An3	=  !((ssdscan_clk[1]) &&  (ssdscan_clk[0]));   
	assign {An7, An6, An5, An4} = 4'b1111;
	always @ (ssdscan_clk, SSD0, SSD1, SSD2, SSD3)
	begin : SSD_SCAN_OUT
		case (ssdscan_clk) 
				  2'b00: SSD = SSD0;
				  2'b01: SSD = SSD1;
				  2'b10: SSD = SSD2;
				  2'b11: SSD = SSD3;
		endcase 
	end
	always @ (SSD) 
	begin : HEX_TO_SSD
		case (SSD)  
			4'b0000: SSD_CATHODES = 8'b00000010;  
			4'b0001: SSD_CATHODES = 8'b10011110;  
			4'b0010: SSD_CATHODES = 8'b00100100;  
			4'b0011: SSD_CATHODES = 8'b00001100;  
			4'b0100: SSD_CATHODES = 8'b10011000;  
			4'b0101: SSD_CATHODES = 8'b01001000;  
			4'b0110: SSD_CATHODES = 8'b01000000;  
			4'b0111: SSD_CATHODES = 8'b00011110;  
			4'b1000: SSD_CATHODES = 8'b00000000;  
			4'b1001: SSD_CATHODES = 8'b00001000;  
			4'b1010: SSD_CATHODES = 8'b00010000;  
			4'b1011: SSD_CATHODES = 8'b11000000;  
			4'b1100: SSD_CATHODES = 8'b01100010;  
			4'b1101: SSD_CATHODES = 8'b10000100;  
			4'b1110: SSD_CATHODES = 8'b01100000;  
			4'b1111: SSD_CATHODES = 8'b01110000;  
			default: SSD_CATHODES = 8'bXXXXXXXX;  
		endcase
	end	
	assign {Ca, Cb, Cc, Cd, Ce, Cf, Cg, Dp} = {SSD_CATHODES};
endmodule
==> flow/run.sh <==
#!/bin/bash
# OpenROAD 26Q1-2900-gdf79404cd8, Yosys 0.63+post, stock flow scripts
make -C /OpenROAD-flow-scripts/flow DESIGN_CONFIG=/design/flow/config.mk WORK_HOME=/design/flow/orfs finish
==> flow_summary.html <==
<!-- implementation run metrics -->
<table>
<tr><th>Metric</th><th>Value</th></tr>
<tr><th colspan="2">Global route</th></tr>
<tr><td>Global-route wire length before repair</td><td>roughly 19000 µm</td></tr>
<tr><td>Maximum number of pins on one net before global-route repair</td><td>about 46</td></tr>
<tr><td>Vias in the first global route</td><td>roughly 3900</td></tr>
<tr><td>Grt ovf</td><td>0</td></tr>
<tr><td>Antenna violations before repair</td><td>0</td></tr>
<tr><td>Combined global-route utilization of all metal layers</td><td>20.9%</td></tr>
<tr><th colspan="2">Power and ir drop</th></tr>
<tr><td>Power per unit of standard cell area</td><td>around 80 mW/mm²</td></tr>
<tr><td>Int Power</td><td>~380 µW</td></tr>
<tr><td>Relative contribution of combinational cells to total power</td><td>around 4.2%</td></tr>
<tr><td>Leakage power summed over all cells</td><td>2.40 nW</td></tr>
<tr><td>Net switching power figure</td><td>89.1 µW</td></tr>
<tr><td>IR Drop Worst-Case VDD</td><td>between 0.00015 and 0.0002 V</td></tr>
<tr><td>Switching power share of the total</td><td>a little under a fifth</td></tr>
<tr><td>Seq pwr share</td><td>between 40 and 50%</td></tr>
<tr><td>Relative contribution of the clock network to total power</td><td>a little under half</td></tr>
<tr><th colspan="2">Synthesis</th></tr>
<tr><td>Cell area after technology mapping</td><td>0.00565 mm²</td></tr>
<tr><td>Number of flip-flops and latches in the synthesized netlist</td><td>68</td></tr>
<tr><td>Number of cell instances after yosys synthesis</td><td>658</td></tr>
<tr><td>Post-synth cell types</td><td>around 76</td></tr>
<tr><td>Share of Yosys cell area claimed by the top area cell type</td><td>~15%</td></tr>
<tr><td>Synth top area cells</td><td>sky130_fd_sc_hd__dfrtp_1 (15%), sky130_fd_sc_hd__ha_1 (12%), sky130_fd_sc_hd__xnor2_1 (6.5%)</td></tr>
<tr><td>Number of warnings issued by yosys</td><td>3</td></tr>
<tr><td>Synthesized chip area reported by yosys</td><td>around 0.0056 mm²</td></tr>
<tr><td>Post-synthesis async set-or-reset flop share</td><td>between 60% and 70%</td></tr>
<tr><td>Mean Syn Cell Area</td><td>8.58 µm²</td></tr>
<tr><td>Proportion of synthesized chip area in sequential cells</td><td>between 30% and 40%</td></tr>
<tr><td>Cells after synthesis</td><td>658</td></tr>
<tr><td>Leading area contributor after synthesis</td><td>sky130_fd_sc_hd__dfrtp_1</td></tr>
<tr><td>Post-synth tally of flip-flops with integrated enable</td><td>10</td></tr>
<tr><td>Top flip-flop cell by instance count after synthesis</td><td>sky130_fd_sc_hd__dfrtp_1</td></tr>
<tr><th colspan="2">Die</th></tr>
<tr><td>Total die size</td><td>around 0.012 mm²</td></tr>
<tr><td>X dimension of the die</td><td>around 110 µm</td></tr>
<tr><td>Effective utilization at floorplan</td><td>about half</td></tr>
<tr><td>Floorplan Core Area</td><td>0.0109 mm²</td></tr>
<tr><td>I/O Pins</td><td>~40</td></tr>
<tr><td>Vertical die dimension</td><td>108 µm</td></tr>
<tr><td>Cell row count</td><td>38</td></tr>
<tr><th colspan="2">Placed design</th></tr>
<tr><td>Estimated wirelength of the detail-placed design</td><td>between 8000 and 9000 µm</td></tr>
<tr><td>Final weighted congestion of routability-driven global placement</td><td>a little under 0.9</td></tr>
<tr><td>Pre-CTS setup slack</td><td>around 1200 ps</td></tr>
<tr><td>Number of buffer cells added on primary ports</td><td>27</td></tr>
<tr><th colspan="2">Setup path</th></tr>
<tr><td>Nature of the critical path startpoint</td><td>flop</td></tr>
<tr><td>Internal reg-to-reg setup slack</td><td>approximately 1900 ps</td></tr>
<tr><td>Category of the worst setup path capture point</td><td>output port</td></tr>
<tr><td>Critical path class</td><td>flop to output port</td></tr>
<tr><td>Cell depth of the worst flop-to-flop path</td><td>4</td></tr>
<tr><td>Maximum net fanout on the critical path</td><td>31</td></tr>
<tr><td>Arrival time reported for the critical path endpoint</td><td>1950 ps</td></tr>
<tr><td>End of the worst register-to-register path</td><td>DIV_CLK[19]</td></tr>
<tr><td>Required time of the worst setup path</td><td>2960 ps</td></tr>
<tr><td>Worst reg2reg startpoint</td><td>DIV_CLK[2]</td></tr>
<tr><td>Launching instance or port of the critical path</td><td>DIV_CLK[19]</td></tr>
<tr><th colspan="2">Min path</th></tr>
<tr><td>Class of the tightest hold or removal check</td><td>flop to flop</td></tr>
<tr><td>Depth of the worst hold-timing path</td><td>1</td></tr>
<tr><td>Hold EP</td><td>dc.pulse</td></tr>
<tr><td>Beginning of the worst hold path</td><td>dc.pulse</td></tr>
<tr><th colspan="2">Routing</th></tr>
<tr><td>Number of routed nets with antenna violations</td><td>0</td></tr>
<tr><td>Total via count in the routed design</td><td>about 4400</td></tr>
<tr><td>Drc violations</td><td>0</td></tr>
<tr><td>1st-pass router iterations</td><td>4</td></tr>
<tr><td>Final wirelength</td><td>about 11000 µm</td></tr>
<tr><td>Final antenna diode count</td><td>0</td></tr>
<tr><td>Routed vias/inst</td><td>5.64</td></tr>
<tr><td>Wire per inst</td><td>14.5 µm</td></tr>
<tr><td>Iteration-0 DRC Markers</td><td>342</td></tr>
<tr><th colspan="2">Clock network</th></tr>
<tr><td>CTS H-Tree Depth</td><td>1</td></tr>
<tr><td>Clock latency (worst-skew pair)</td><td>about 250 ps</td></tr>
<tr><td>Longest Clk Path Bufs</td><td>2</td></tr>
<tr><td>Number of buffers added by the clock tree synthesis step</td><td>3</td></tr>
<tr><td>Clock root buffer master</td><td>sky130_fd_sc_hd__clkbuf_16</td></tr>
<tr><td>CTS-repair resized insts</td><td>0</td></tr>
<tr><td>Clock transition time at the flip-flop clock pins of the worst setup and hold paths</td><td>50 ps</td></tr>
<tr><td>CTS tree</td><td>yes</td></tr>
<tr><td>Count of buffers added by post-CTS timing repair for setup</td><td>0</td></tr>
<tr><td># hold bufs at CTS</td><td>0</td></tr>
<tr><th colspan="2">Final layout</th></tr>
<tr><td>Area added between synthesis and finish</td><td>2.97%</td></tr>
<tr><td>Final core area utilization</td><td>between 50% and 60%</td></tr>
<tr><td>Most frequent logic cell in the layout</td><td>sky130_fd_sc_hd__nor2_1</td></tr>
<tr><td>Top Layout Cells</td><td>sky130_fd_sc_hd__nor2_1 (64), sky130_fd_sc_hd__nand2_1 (52), sky130_fd_sc_hd__ha_1 (52)</td></tr>
<tr><td>Share of final-layout standard cells stronger than drive strength 1</td><td>5.11%</td></tr>
<tr><th colspan="2">Run</th></tr>
<tr><td>Tally of max-capacitance violations</td><td>0</td></tr>
<tr><td>Tally of OpenROAD warnings</td><td>34</td></tr>
<tr><th colspan="2">STA</th></tr>
<tr><td>Final critical-path required period</td><td>2690 ps</td></tr>
<tr><td>Clock skew</td><td>1.60 ps</td></tr>
<tr><td>Final-report hold violation count</td><td>0</td></tr>
<tr><td>Pin slew with the least headroom to its limit</td><td>about 800 ps</td></tr>
<tr><td>RSZ-0062 raised after global routing</td><td>false</td></tr>
<tr><td>Number of unconstrained endpoints</td><td>around 70</td></tr>
<tr><td>Maximum clock frequency</td><td>~370 MHz</td></tr>
<tr><td>TNS Setup</td><td>0 ps</td></tr>
<tr><td>Register pins left without a clock</td><td>around 47</td></tr>
<tr><td>Setup ws final</td><td>roughly 1000 ps</td></tr>
<tr><td>Number of pins exceeding their max-slew limit in the final report</td><td>0</td></tr>
<tr><td>Worst relative slew slack</td><td>approximately 46%</td></tr>
<tr><td>Final setup fails</td><td>0</td></tr>
<tr><td>Portion of the clock cycle consumed by the worst path in the final layout</td><td>between 70% and 80%</td></tr>
<tr><th colspan="2">Status</th></tr>
<tr><td>Result of the run</td><td>complete, no violations</td></tr>
</table>
-- Yosys cell counts (5+ instances only) --
| library cell | number |
|---|---|
| sky130_fd_sc_hd__a21oi_1 | 22 |
| sky130_fd_sc_hd__nand2_1 | 52 |
| sky130_fd_sc_hd__ha_1 | 52 |
| sky130_fd_sc_hd__buf_2 | 6 |
| sky130_fd_sc_hd__xor2_1 | 25 |
| sky130_fd_sc_hd__nand4_1 | 14 |
| sky130_fd_sc_hd__a211oi_1 | 7 |
| sky130_fd_sc_hd__clkbuf_1 | 15 |
| sky130_fd_sc_hd__o22ai_1 | 9 |
| sky130_fd_sc_hd__edfxtp_1 | 10 |
| sky130_fd_sc_hd__or3_1 | 6 |
| sky130_fd_sc_hd__or4_1 | 5 |
| sky130_fd_sc_hd__nor2_1 | 64 |
| sky130_fd_sc_hd__nand2b_1 | 7 |
| sky130_fd_sc_hd__dfrtp_1 | 33 |
| sky130_fd_sc_hd__nand3_1 | 26 |
| sky130_fd_sc_hd__xnor2_1 | 42 |
| sky130_fd_sc_hd__and3_1 | 5 |
| sky130_fd_sc_hd__clkbuf_8 | 5 |
| sky130_fd_sc_hd__nor4_1 | 6 |
| sky130_fd_sc_hd__buf_4 | 25 |
| sky130_fd_sc_hd__dfxtp_1 | 13 |
| sky130_fd_sc_hd__a21o_1 | 6 |
| sky130_fd_sc_hd__o21ai_0 | 37 |
| sky130_fd_sc_hd__o21ai_1 | 9 |
| sky130_fd_sc_hd__nor3_1 | 29 |
| sky130_fd_sc_hd__inv_1 | 30 |
| sky130_fd_sc_hd__nor2b_1 | 6 |
| sky130_fd_sc_hd__dfstp_2 | 12 |
-- flip-flops by register name, summed over array words and instances, names as in the netlist --
| signal | flops |
|---|---|
| sc.background | 1 |
| dc.clk25 | 1 |
| sc.direction | 4 |
| dc.bright | 1 |
| dc.hCount | 10 |
| dc.pulse | 1 |
| sc.ypos | 10 |
| dc.vCount | 10 |
| DIV_CLK | 20 |
| sc.xpos | 10 |
-- area by class of cell --
class                           count  area [µm²]
Fill cell                         981        5120
Tap cell                          140         175
Sequential cell                    68        1700
Multi-Input combinational cell    515        3460
Timing Repair Buffer               29         285
Clock buffer                        4        78.8
Inverter                           30         113
-- through the flow --
| stage | total power, mW | hold WS, ps | area, µm² | instances |
|---|---|---|---|---|
| 2_1_floorplan | 0.254 | 350 | 5690 | 669 |
| 3_3_place_gp | 0.255 | 397 | 5740 | 782 |
| 3_5_place_dp | 0.256 | 398 | 5740 | 782 |
| 4_1_cts | 0.478 | 412 | 5820 | 786 |
| 5_1_grt | 0.492 | 426 | 5820 | 786 |
| 6_report | 0.473 | 399 | 5820 | 786 |
-- metal layers --
layer  global-route usage (%)  routed length (µm)  vias to the layer above  share of wire, %
met4                     1.16                  37                        0              0.32
met2                     30.3                4930                       80                43
met1                     35.8                6110                     2053                54
met3                     2.58                 316                        4               2.8
li1                         -                   -                     2295                 -
met5                        0                   0                        -                 0
-- critical path: stages (launching register included) --
cell,delay [ps]
sky130_fd_sc_hd__dfrtp_1,870
sky130_fd_sc_hd__a21boi_0,320
sky130_fd_sc_hd__clkdlybuf4s50_1,510
-- worst max-delay path by stage --
stage                 slack, ps  cells past startpoint  to
after CTS                   950                      3  Cc
after global routing        850                      3  Cd
final                      1010                      2  Cg
-- cell families (layout without fill, tap and decap cells) --
| logic type | count (synthesis) | in the layout | share of synthesized area (%) |
|---|---|---|---|
| compound gates | 136 | 136 | 16.2 |
| xor+xnor | 67 | 67 | 10.4 |
| fa+ha+maj | 52 | 52 | 11.5 |
| buf+inv | 86 | 63 | 9.30 |
| flops | 68 | 68 | 30.1 |
| mux | 1 | 1 | 0.177 |
| other cells | 2 | 13 | 0.133 |
| simple gates | 246 | 246 | 22.2 |
-- power groups by stage --
stage                 combinational [mW]  clock, mW  sequential (mW)
after CTS                         0.0209      0.226            0.231
after global routing              0.0240      0.238            0.231
final                             0.0198      0.223            0.231
No activity file was given, so power comes from the tool's default toggle rates.
